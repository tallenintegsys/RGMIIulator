$ cat design/flow/constraint.sdc
current_design mii2serial_top

set clk_period 50.8
set clk_io_pct 0.2

create_clock -name clk0 -period $clk_period [get_ports {clk}]
create_clock -name clk1 -period $clk_period [get_ports {mii0_clk}]

set non_clock_inputs [all_inputs -no_clocks]
set_input_delay [expr $clk_period * $clk_io_pct] -clock clk0 $non_clock_inputs
set_output_delay [expr $clk_period * $clk_io_pct] -clock clk0 [all_outputs]
$ cat design/flow/design.v
`timescale 1ns / 1ps
module mii (
	input 		reset,
	output reg 	rdy = 0,
	output reg 	[7:0] q = 0,
	input		mii_clk,
	input 		mii_en,
	input		[3:0]mii_d);
reg		nibble = 0;
always @(posedge mii_clk) begin
	if (reset) begin
		rdy <= 0;
		nibble <= 0;
	end else begin
		if (rdy)
			rdy <= 0;
		if (nibble) begin
			q[4] <= mii_d[0];  
			q[5] <= mii_d[1];
			q[6] <= mii_d[2];
			q[7] <= mii_d[3];
			rdy <= 1;
		end else begin
			q[0] <= mii_d[0];  
			q[1] <= mii_d[1];
			q[2] <= mii_d[2];
			q[3] <= mii_d[3];
		end
		if (mii_en) begin
			nibble <= !nibble;
		end else begin
			nibble <= 0;
		end
	end  
end  
endmodule
`timescale 1ns / 1ps
module uart_tx #(parameter CLKS_PER_BIT = 217) (
	input       i_Clock,
	input       i_TX_DV,
	input [7:0] i_TX_Byte,
	output      o_TX_Active,
	output reg  o_TX_Serial,
	output      o_TX_Done
);
localparam IDLE			= 3'b000;
localparam TX_START_BIT	= 3'b001;
localparam TX_DATA_BITS	= 3'b010;
localparam TX_STOP_BIT	= 3'b011;
localparam CLEANUP		= 3'b100;
reg [2:0]	r_SM_Main		= 0;
reg [9:0]	r_Clock_Count	= 0;
reg [2:0]	r_Bit_Index		= 0;
reg [7:0]	r_TX_Data		= 0;
reg			r_TX_Done		= 0;
reg			r_TX_Active		= 0;
always @(posedge i_Clock) begin
	case (r_SM_Main)
		IDLE : begin
			o_TX_Serial		<= 1'b1;          
			r_TX_Done		<= 1'b0;
			r_Clock_Count	<= 0;
			r_Bit_Index		<= 0;
			if (i_TX_DV == 1'b1) begin
				r_TX_Active	<= 1'b1;
				r_TX_Data	<= i_TX_Byte;
				r_SM_Main	<= TX_START_BIT;
			end else
				r_SM_Main <= IDLE;
		end  
		TX_START_BIT : begin			 
			o_TX_Serial <= 1'b0;
			if (r_Clock_Count < CLKS_PER_BIT-1)
			begin
				r_Clock_Count <= r_Clock_Count + 9'd1;
				r_SM_Main <= TX_START_BIT;
			end
			else
			begin
				r_Clock_Count <= 0;
				r_SM_Main <= TX_DATA_BITS;
			end
		end  
		TX_DATA_BITS : begin			 
			o_TX_Serial <= r_TX_Data[r_Bit_Index];
			if (r_Clock_Count < CLKS_PER_BIT-1) begin
				r_Clock_Count <= r_Clock_Count + 9'd1;
				r_SM_Main <= TX_DATA_BITS;
			end else begin
				r_Clock_Count <= 0;
				if (r_Bit_Index < 7) begin
					r_Bit_Index <= r_Bit_Index + 3'd1;
					r_SM_Main <= TX_DATA_BITS;
				end else begin
					r_Bit_Index <= 0;
					r_SM_Main <= TX_STOP_BIT;
				end
			end 
		end  
		TX_STOP_BIT : begin				 
			o_TX_Serial <= 1'b1;
			if (r_Clock_Count < CLKS_PER_BIT-1) begin
				r_Clock_Count <= r_Clock_Count + 9'd1;
				r_SM_Main <= TX_STOP_BIT;
			end else begin
				r_TX_Done		<= 1'b1;
				r_Clock_Count	<= 0;
				r_SM_Main		<= CLEANUP;
				r_TX_Active		<= 1'b0;
			end 
		end  
		CLEANUP : begin					 
			r_TX_Done <= 1'b1;
			r_SM_Main <= IDLE;
		end
		default :
			r_SM_Main <= IDLE;
	endcase
end  
assign o_TX_Active = r_TX_Active;
assign o_TX_Done = r_TX_Done;
endmodule
`timescale 1ns / 1ps
module mii2serial_top (
	input		clk,
	input		SW0,
	input		uart_rx_serial,
	output		uart_tx_serial,
	output 		[0:0]LED,
	input		mii0_en,
	input		mii0_clk,
	input		[3:0]mii0_d
);
wire mii0_rdy;
reg rdy_i = 0;  
wire [7:0] mii0_q;
reg [7:0] uart_d = 0;
reg uart_dv = 0;
wire uart_active;
reg [7:0] fifo [0:127];
reg [7:0] inptr = 0;
reg [7:0] outptr = 0;
assign reset = ~SW0;
assign LED[0] = uart_active;
always @(posedge clk) begin
	if (reset) begin
		rdy_i <= 0;
		inptr <= 0;
		outptr <= 0;
	end else begin
		if (mii0_rdy) begin
			if (!rdy_i) begin
				fifo[inptr] <= mii0_q;
				inptr <= inptr + 8'd1;
				rdy_i <= 1;
			end
		end else begin
			if (!uart_active && !uart_dv && (inptr != outptr)) begin
			uart_d <= fifo[outptr];
			outptr <= outptr + 8'd1;
			uart_dv <= 1;
		end else begin
			uart_dv <= 0;
		end
			rdy_i <= 0;
		end
	end
end
mii MII0 (
	.reset(reset),
	.rdy(mii0_rdy),
	.q(mii0_q),
	.mii_clk(mii0_clk),
	.mii_en(mii0_en),
	.mii_d(mii0_d));
uart_tx #(.CLKS_PER_BIT((100000000)/115200)) uart_tx_0 (
	.i_Clock(clk),
	.i_TX_DV(uart_dv),			 
	.i_TX_Byte(uart_d),		 
	.o_TX_Active(uart_active),
	.o_TX_Serial(uart_tx_serial),
	.o_TX_Done());
endmodule
$ cat design/flow/run.sh
#!/bin/bash
# OpenROAD 26Q1-2900-gdf79404cd8, Yosys 0.63+post, stock flow scripts
make -C /OpenROAD-flow-scripts/flow DESIGN_CONFIG=/design/flow/config.mk WORK_HOME=/design/flow/orfs finish
$ cat design/flow/config.mk
export PLATFORM = sky130hd
export DESIGN_NAME = mii2serial_top
export DESIGN_NICKNAME = mii2serial_top
export VERILOG_FILES = /design/flow/design.v
export SDC_FILE = /design/flow/constraint.sdc
export NUM_CORES = 4
export LEC_CHECK = 1
export CORE_UTILIZATION = 30
==> impl_metrics.ini <==
; physical design summary
[drt]
detail-route-antenna-nets = 0
detail_route.wirelength_um = 101200
vias = 20770
wl_met2_um = 49010
wl_met3_um = 15220
maxUsedRoutingLayer = met5
first_pass_iters = 5
wire_per_inst_um = 24.25
vias_per_cell = 4.978
drc = 0
wl_met1_um = 33850
drt-initial-drc-count = 1291

[sta]
hold_viol = 0
maxSlewHeadroom_pct = 30.80
maxSlewViolCount = 0
rsz0062_at_grt = no
worstMarginPinSlew_ns = 1.012
setup_viol = 0
whs_ns = 0.1443
final.setup_skew_ns = 0.02590
setup-tns-final_ns = 0

[logic_synthesis]
adder_share_pct = 0.1177
area_leaders = edfxtp_1 75%, mux4_2 10%, mux2i_1 3.3%, nor2_1 1.6%, dfxtp_1 1.0%
common_cells = 1064 x edfxtp_1, 194 x mux4_2, 179 x nor2_1
ys.flops = 1086
ys_sh_simple_pct = 3.802
ys_sh_aoi_pct = 3.549
topCombFamilyByArea = multiplexers
yosysUniqueCellTypes = 61
synth.avg_cell_area_um2 = 19.77
synth_top_area_share_pct = 75.14
syn_inst = 2151
ys_area_um2 = 42520
synth.most_common_cell = edfxtp_1
synth-xor-area-share_pct = 0.5355
ys.flop_type = edfxtp_1
synth_seq_share_pct = 76.17
yosys_warnings = 4
mux_share_pct = 14.02
syn_area_um2 = 42520
ys_async_sr_fraction_pct = 0
edf_count = 1064
ys_cells = 2151
synth_area_leader_cell = edfxtp_1

[grt]
grt_usage_pct = 15.29
grt_max_degree = 129
grt_pass1_vias = 22860
grt_pass1_wl_um = 149600
overflow = 0
antenna_found_initial = 2

[cells_and_area]
drive_above_1_share_pct = 19.40
syn2layout_area_growth_pct = 13.83
fin_util_pct = 34.56

[setup_path]
timing.critical_path.from = SW0
r2r-end = uart_d[6]
crit_required_ns = 51.10
critPathMaxFanout = 8
cp.arrival_ns = 13.30
crit_end = fifo[36][4]
rr_startpoint = outptr[1]
reg2reg_depth = 8
setup.worst_path.class = in2reg
rrSetupSlack_ns = 46.44
worstSetupEndpointType = register
crit_path_start_kind = primary input

[floorplan]
fp_util_pct = 30.36
fp.coreArea_um2 = 140000
dieArea_um2 = 143300
pin_count = 11
die_x_um = 378.5
fp.dieH_um = 378.5
num_rows = 137

[run_status]
status = complete, no violations

[clocking]
cts.sinks = 1086
path_clk_slew_ns = 0.06
hold_buffers = 0
cts_tree = done
postCtsSetupBuffers = 0
cts_resized = 0

[hold_path]
min-delay-path-class = reg2reg

[flow_run]
max_cap_viol_count = 0
warning_count = 36

[power]
p_leak_nw = 14.07
irDropWorstVdd_mv = 0.02828
power_density_nw_per_um2 = 37.45
power.total_w = 0.001813

[place]
port_buffers = 8
routabilityCongestion = 0.9146
dp_hpwl_um = 61470
[through the flow]
stage / setup WS [ns] / area (um2) / cells
2_1_floorplan: 38.86 / 42520 / 2151
3_3_place_gp: 37.18 / 44690 / 3966
3_5_place_dp: 37.24 / 44690 / 3966
4_1_cts: 37.95 / 48400 / 4170
5_1_grt: 37.70 / 48400 / 4172
6_report: 37.80 / 48400 / 4172
[cell type report]
cell class	count	area [um2]
Antenna cell	2	5.005
Clock buffer	132	2867
Clock inverter	72	835.8
Fill cell	12680	91640
Inverter	9	33.78
Multi-Input combinational cell	936	9373
Sequential cell	1086	32400
Tap cell	1876	2347
Timing Repair Buffer	59	538.0
[sequential cells by signal, summed over array words and instances, names as in the netlist]
signal                   count
uart_tx_0.r_Clock_Count     10
uart_tx_0.r_SM_Main          3
uart_d                       8
uart_dv                      1
inptr                        8
uart_tx_0.o_TX_Serial        1
uart_tx_0.r_TX_Data          8
fifo                      1024
MII0.nibble                  1
uart_tx_0.r_TX_Active        1
uart_tx_0.r_Bit_Index        3
MII0.rdy                     1
rdy_i                        1
outptr                       8
MII0.q                       8
[power by group]
group          switching (W)   total, W  internal, W
Sequential       0.000000954   0.000981     0.000980
Clock               0.000329   0.000818     0.000489
Combinational      0.0000122  0.0000141   0.00000189
Total               0.000342    0.00181      0.00147
[cells by family after synthesis]
group	after synthesis
AOI/OAI and AO/OA	204
xor gates and xnor gates	26
adders and majority gates	4
buffers and inverters	129
DFF	1086
muxes	351
and+or+nand+nor	351
[worst max-delay path, stage by stage]
cell             delay [ns]
clkdlybuf4s50_1        0.72
nand2_1                0.29
nor2_1                 0.22
nand3_1                0.71
buf_4                  0.51
nor2_1                 0.67
[placed cells by master (no fill, tap or decap), drive strengths merged, types with 7 or more instances in the layout]
cell,instances
o221ai,14
mux4,194
nor2b,17
nor3,22
mux2i,142
dfxtp,22
a22o,19
nand3,23
clkinv,44
a22oi,30
o22ai,35
clkbuf,132
edfxtp,1064
or3,10
a2111oi,11
clkdlybuf4s50,8
mux2,15
nand3b,9
a21oi,20
and2,10
a211oi,29
inv,12
xor2,10
bufinv,17
o21ai,8
xnor2,16
nand2,45
nand2b,7
clkinvlp,8
nor2,181
buf,51
[how the worst min path moves through the flow]
| stage | slack, ns | cells past startpoint | endpoint | from |
|---|---|---|---|---|
| after global routing | 0.15 | 1 | uart_dv | MII0.rdy |
| after CTS | 0.1 | 1 | uart_dv | MII0.rdy |
| final | 0.14 | 1 | uart_dv | MII0.rdy |
[routing by layer]
layer | vias to the layer above | GRT usage [%]
li1 | 8948 | -
met1 | 10470 | 16.99
met2 | 1194 | 23.79
met3 | 153 | 10.84
met4 | 2 | 3.865
met5 | - | 0.2401
